<file path="flow/constraint.sdc">
current_design controlador

set clk_period 5.6
set clk_io_pct 0.2

create_clock -name clk0 -period $clk_period [get_ports {clk}]

set non_clock_inputs [all_inputs -no_clocks]
set_input_delay [expr $clk_period * $clk_io_pct] -clock clk0 $non_clock_inputs
set_output_delay [expr $clk_period * $clk_io_pct] -clock clk0 [all_outputs]
</file>
<file path="flow/design.v">
module controlador
(
	output Clk_out = 1'b0,
	output reg Disparo = 1'b0, 
	output reg [27:0] Temp_out,
	output reg [27:0] Freq_out,
    output reg [2:1] title,
	input clk, Duracao,
    input [4:1] key,
    input ena, clk_db
);
    wire Clk_in;
    wire clk_mus;
    reg pause_play;
    reg rst3;
    initial
    begin
        pause_play = 1'b1;
        title = 2'd0;
        rst3 = 1'd0;
    end
    assign Clk_in = clk && pause_play && ena;
    assign clk_mus = ((estado == s1) || (estado == s34) || 
						(estado == s58) || key[1] && ena);
	always @(posedge(clk))
    begin
		if (key[2]) pause_play <= ~pause_play;
    end
	always @(posedge(clk_mus))
    begin
        if (rst3) begin
            title <= 2'd0;
        end
        if (ena) begin
            if (title == 2'd2) begin
                title <= 2'd0;
            end
			else title <= title + 2'd1;
        end
    end
	reg [6:0] estado, prox_estado;	
	localparam s0 = 7'd0;
	localparam s1 = 7'd1;
	localparam s2 = 7'd2;
	localparam s3 = 7'd3;
	localparam s4 = 7'd4;
	localparam s5 = 7'd5;
	localparam s6 = 7'd6;
	localparam s7 = 7'd7;
	localparam s8 = 7'd8;
	localparam s9 = 7'd9;
	localparam s10 = 7'd10;
	localparam s11 = 7'd11;
	localparam s12 = 7'd12;
	localparam s13 = 7'd13;
	localparam s14 = 7'd14;
	localparam s15 = 7'd15;
	localparam s16 = 7'd16;
	localparam s17 = 7'd17;
	localparam s18 = 7'd18;
	localparam s19 = 7'd19;
	localparam s20 = 7'd20;
	localparam s21 = 7'd21;
	localparam s22 = 7'd22;
	localparam s23 = 7'd23;
	localparam s24 = 7'd24;
	localparam s25 = 7'd25;
	localparam s26 = 7'd26;
	localparam s27 = 7'd27;
	localparam s28 = 7'd28;
	localparam s29 = 7'd29;
	localparam s30 = 7'd30;
	localparam s31 = 7'd31;
	localparam s32 = 7'd32;
	localparam s33 = 7'd33;
	localparam s34 = 7'd34;
	localparam s35 = 7'd35;
	localparam s36 = 7'd36;
	localparam s37 = 7'd37;
	localparam s38 = 7'd38;
	localparam s39 = 7'd39;
	localparam s40 = 7'd40;
	localparam s41 = 7'd41;
	localparam s42 = 7'd42;
	localparam s43 = 7'd43;
	localparam s44 = 7'd44;
	localparam s45 = 7'd45;
	localparam s46 = 7'd46;
	localparam s47 = 7'd47;
	localparam s48 = 7'd48;
	localparam s49 = 7'd49;
	localparam s50 = 7'd50;
	localparam s51 = 7'd51;
	localparam s52 = 7'd52;
	localparam s53 = 7'd53;
	localparam s54 = 7'd54;
	localparam s55 = 7'd55;
	localparam s56 = 7'd56;
	localparam s57 = 7'd57;
	localparam s58 = 7'd58;
	localparam s59 = 7'd59;
	localparam s60 = 7'd60;
	localparam s61 = 7'd61;
	localparam s62 = 7'd62;
	localparam s63 = 7'd63;
	localparam s64 = 7'd64;
	localparam s65 = 7'd65;
	localparam s66 = 7'd66;
	localparam s67 = 7'd67;
	localparam s68 = 7'd68;
	localparam s69 = 7'd69;
	localparam s70 = 7'd70;
	localparam s71 = 7'd71;
	localparam s72 = 7'd72;
	localparam s73 = 7'd73;
	localparam s74 = 7'd74;
	localparam s75 = 7'd75;
	localparam s76 = 7'd76;
	localparam s77 = 7'd77;
	localparam s78 = 7'd78;
	localparam s79 = 7'd79;
	localparam s80 = 7'd80;
	localparam s81 = 7'd81;
	localparam s82 = 7'd82;
	localparam s83 = 7'd83;
	localparam s84 = 7'd84;
	localparam s85 = 7'd85;
	localparam s86 = 7'd86;
	localparam s87 = 7'd87;
	localparam s88 = 7'd88;
	localparam s89 = 7'd89;
	localparam s90 = 7'd90;
	always @ (posedge Clk_in)
	begin : L1
		estado <= prox_estado;
	end
	always @ (posedge Clk_in) 
	begin : L2
        if (key[1]) begin  
            case (title)
                2'd0 : prox_estado <= s0;
                2'd1 : prox_estado <= s33;
                2'd2 : prox_estado <= s57;
            endcase
        end
        else begin
		    case (estado)
		    	s0:  if (!Duracao) prox_estado <= s1 ;	
                s1:  if (!Duracao) prox_estado <= s2;	
		    	s2:  if (!Duracao) prox_estado <= s3;	
		    	s3:  if (!Duracao) prox_estado <= s4 ;
		    	s4:  if (!Duracao) prox_estado <= s5 ;	
		    	s5:  if (!Duracao) prox_estado <= s6 ;
		    	s6:  if (!Duracao) prox_estado <= s7 ;
		    	s7:  if (!Duracao) prox_estado <= s8 ;
		    	s8:  if (!Duracao) prox_estado <= s9 ;
		    	s9:  if (!Duracao) prox_estado <= s10;
		    	s10: if (!Duracao) prox_estado <= s11;
		    	s11: if (!Duracao) prox_estado <= s12;
		    	s12: if (!Duracao) prox_estado <= s13;
		    	s13: if (!Duracao) prox_estado <= s14;
		    	s14: if (!Duracao) prox_estado <= s15;
		    	s15: if (!Duracao) prox_estado <= s16;
		    	s16: if (!Duracao) prox_estado <= s17;
		    	s17: if (!Duracao) prox_estado <= s18;
		    	s18: if (!Duracao) prox_estado <= s19;
		    	s19: if (!Duracao) prox_estado <= s20;
		    	s20: if (!Duracao) prox_estado <= s21;
		    	s21: if (!Duracao) prox_estado <= s22;
		    	s22: if (!Duracao) prox_estado <= s23;
		    	s23: if (!Duracao) prox_estado <= s24;
		    	s24: if (!Duracao) prox_estado <= s25;
		    	s25: if (!Duracao) prox_estado <= s26;
		    	s26: if (!Duracao) prox_estado <= s27;
		    	s27: if (!Duracao) prox_estado <= s28;
		    	s28: if (!Duracao) prox_estado <= s29;
		    	s29: if (!Duracao) prox_estado <= s30;
		    	s30: if (!Duracao) prox_estado <= s31;
		    	s31: if (!Duracao) prox_estado <= s32;
		    	s32: if (!Duracao) prox_estado <= s33;
		    	s33: if (!Duracao) prox_estado <= s34;
		    	s34: if (!Duracao) prox_estado <= s35;	
		    	s35: if (!Duracao) prox_estado <= s36;	
		    	s36: if (!Duracao) prox_estado <= s37;
		    	s37: if (!Duracao) prox_estado <= s38;
		    	s38: if (!Duracao) prox_estado <= s39;
		    	s39: if (!Duracao) prox_estado <= s40;
		    	s40: if (!Duracao) prox_estado <= s41;
		    	s41: if (!Duracao) prox_estado <= s42;
		    	s42: if (!Duracao) prox_estado <= s43;
		    	s43: if (!Duracao) prox_estado <= s44;
		    	s44: if (!Duracao) prox_estado <= s45;
		    	s45: if (!Duracao) prox_estado <= s46;
		    	s46: if (!Duracao) prox_estado <= s47;
		    	s47: if (!Duracao) prox_estado <= s48;
		    	s48: if (!Duracao) prox_estado <= s49;
		    	s49: if (!Duracao) prox_estado <= s50;
		    	s50: if (!Duracao) prox_estado <= s51;
		    	s51: if (!Duracao) prox_estado <= s52;
		    	s52: if (!Duracao) prox_estado <= s53;
		    	s53: if (!Duracao) prox_estado <= s54;
		    	s54: if (!Duracao) prox_estado <= s55;
		    	s55: if (!Duracao) prox_estado <= s56;
		    	s56: if (!Duracao) prox_estado <= s57;
		    	s57: if (!Duracao) prox_estado <= s58;
		    	s58: if (!Duracao) prox_estado <= s59;	
		    	s59: if (!Duracao) prox_estado <= s60;	
		    	s60: if (!Duracao) prox_estado <= s61;
		    	s61: if (!Duracao) prox_estado <= s62;
		    	s62: if (!Duracao) prox_estado <= s63;
		    	s63: if (!Duracao) prox_estado <= s64;
		    	s64: if (!Duracao) prox_estado <= s65;
		    	s65: if (!Duracao) prox_estado <= s66;
		    	s66: if (!Duracao) prox_estado <= s67;
		    	s67: if (!Duracao) prox_estado <= s68;
		    	s68: if (!Duracao) prox_estado <= s69;
		    	s69: if (!Duracao) prox_estado <= s70;
		    	s70: if (!Duracao) prox_estado <= s71;
		    	s71: if (!Duracao) prox_estado <= s72;
		    	s72: if (!Duracao) prox_estado <= s73;
		    	s73: if (!Duracao) prox_estado <= s74;
		    	s74: if (!Duracao) prox_estado <= s75;
		    	s75: if (!Duracao) prox_estado <= s76;
		    	s76: if (!Duracao) prox_estado <= s77;
		    	s77: if (!Duracao) prox_estado <= s78;
		    	s78: if (!Duracao) prox_estado <= s79;
		    	s79: if (!Duracao) prox_estado <= s80;
		    	s80: if (!Duracao) prox_estado <= s81;
		    	s81: if (!Duracao) prox_estado <= s82;
		    	s82: if (!Duracao) prox_estado <= s83;
		    	s83: if (!Duracao) prox_estado <= s84;
		    	s84: if (!Duracao) prox_estado <= s85;
		    	s85: if (!Duracao) prox_estado <= s86;
		    	s86: if (!Duracao) prox_estado <= s87;
		    	s87: if (!Duracao) prox_estado <= s88;
		    	s88: if (!Duracao) prox_estado <= s89;
		    	s89: if (!Duracao) prox_estado <= s90;
		    	s90: if (!Duracao) prox_estado <= s1;
		    	default: prox_estado <= s0; 
		    endcase
        end
	end	
	always @ (estado) 
	begin : L3
		case (estado)  
			s0: nota(0,66_666_670);   
			s1:  nota(75873,33_333_335); 
			s2:  nota(75873,33_333_335); 
			s3:  nota(60169,33_333_335); 
			s4:  nota(75873,33_333_335); 
			s5:  nota(63776,66_666_670); 
			s6:  nota(47802,66_666_670); 
			s7:  nota(47802,33_333_335); 
			s8:  nota(50608,33_333_335); 
			s9:  nota(47802,33_333_335); 
			s10: nota(42553,33_333_335); 
			s11: nota(47802,33_333_335); 
			s12: nota(50608,33_333_335); 
			s13: nota(47802,33_333_335); 
			s14: nota(75873,33_333_335); 
			s15: nota(63776,133_333_340); 
			s16: nota(50608,66_666_670); 
			s17: nota(50608,66_666_670); 
			s18: nota(71634,33_333_335); 
			s19: nota(71634,33_333_335); 
			s20: nota(75873,33_333_335); 
			s21: nota(71634,33_333_335); 
			s22: nota(63776,133_333_340); 
			s23: nota(50608,33_333_335); 
			s24: nota(53649,33_333_335); 
			s25: nota(50608,33_333_335); 
			s26: nota(47802,33_333_335); 
			s27: nota(50608,33_333_335); 
			s28: nota(53649,33_333_335); 
			s29: nota(50608,33_333_335); 
			s30: nota(71634,33_333_335); 
			s31: nota(50608,133_333_340); 
			s32: nota(63776,66_666_670); 
			s33: nota(0,  66_666_670); 
			s34: nota(71634,60_000_000); 
			s35: nota(35791,30_000_000); 
			s36: nota(37937,15_000_000); 
			s37: nota(47802,15_000_000); 
			s38: nota(42553,30_000_000); 
			s39: nota(37937,30_000_000); 
			s40: nota(35791,60_000_000); 
			s41: nota(71634,60_000_000); 
			s42: nota(42553,120_000_000); 
			s43: nota(47802,60_000_000); 
			s44: nota(85179,60_000_000); 
			s45: nota(53649,30_000_000); 
			s46: nota(56819,15_000_000); 
			s47: nota(71634,15_000_000); 
			s48: nota(63776,30_000_000); 
			s49: nota(56819,30_000_000); 
			s50: nota(53649,30_000_000); 
			s51: nota(63776,15_000_000); 
			s52: nota(75873,15_000_000); 
			s53: nota(71634,30_000_000); 
			s54: nota(63776,30_000_000); 
			s55: nota(56819,120_000_000); 
			s56: nota(71634,120_000_000); 
			s57: nota(0,  25_000_000); 
            s58: nota(71634,  25_000_000); 
			s59: nota(63776,  25_000_000); 
			s60: nota(56819,  25_000_000); 
			s61: nota(71634,  25_000_000); 
			s62: nota(71634,  25_000_000); 
			s63: nota(63776,  25_000_000); 
			s64: nota(56819,  25_000_000); 
			s65: nota(71634,  25_000_000); 
			s66: nota(56819,  25_000_000); 
			s67: nota(53649,  50_000_000); 
			s68: nota(47802,  25_000_000); 
			s69: nota(56819,  25_000_000); 
			s70: nota(53649,  50_000_000); 
			s71: nota(47802,  12_500_000); 
			s72: nota(47802,  12_500_000); 
			s73: nota(42553,  12_500_000); 
			s74: nota(47802,  12_500_000); 
			s75: nota(53649,  25_000_000); 
			s76: nota(56819,  25_000_000); 
			s77: nota(71634,  12_500_000); 
			s78: nota(47802,  12_500_000); 
			s79: nota(42553,  12_500_000); 
			s80: nota(47802,  12_500_000); 
			s81: nota(53649,  25_000_000); 
			s82: nota(56819,  25_000_000); 
			s83: nota(71634,  25_000_000); 
			s84: nota(31290,  25_000_000); 
			s85: nota(47802,  50_000_000); 
			s86: nota(35791,  25_000_000); 
			s87: nota(31290,  25_000_000); 
			s88: nota(47802,  50_000_000); 
			s89: nota(35791,  200_000_000); 
			s90: nota(0,    25_000_000); 
		endcase
	end
	assign Clk_out = Duracao & Clk_in;	
	task nota( input [27:0] ov_f, ov_t);
	begin
		Temp_out = ov_t;  
		Freq_out = ov_f;  
		Disparo = 1'b1;   
	end
	endtask
endmodule		
</file>
<file path="flow/config.mk">
export PLATFORM = sky130hd
export DESIGN_NAME = controlador
export DESIGN_NICKNAME = controlador
export VERILOG_FILES = /design/flow/design.v
export SDC_FILE = /design/flow/constraint.sdc
export NUM_CORES = 4
export LEC_CHECK = 1
export CORE_UTILIZATION = 50
</file>
<file path="flow/run.sh">
#!/bin/bash
# OpenROAD 26Q1-2900-gdf79404cd8, Yosys 0.63+post, stock flow scripts
make -C /OpenROAD-flow-scripts/flow DESIGN_CONFIG=/design/flow/config.mk WORK_HOME=/design/flow/orfs finish
</file>
==> results.ini <==
[final_timing]
drv_slew=0
fin_setup_tns_ps=0
setup_viol=0
hold_viol_final=0
worst_slack_ps=2400
untimed_endpoints=97
unclocked_regs=48
rsz0062_at_grt=false
tightestPinTransition_ps=750
fin_skew_ps=1.87
slew_headroom=0.496

[synth]
edf_count=10
yosys_area_mm2=0.00390
syn_avg_cell_area_um2=7.74
ys_warn_count=1
yosysTopAreaCellShare=0.177
syn_area_mm2=0.00390
ys_types=82
synth-main-ff-cell=dlxtn_1
synth_stat.cells=504
top_cells_by_area=dlxtn_1 18%, edfxtp_1 7.7%, buf_4 4.4%, nand2_1 3.8%, a21oi_1 3.7%
top_area_cell=dlxtn_1
synth_cells=504
ys.flops=63
synthArstFlopShare=0

[detailed_routing]
viasPerCell=6.41
vias=4064
route.detailed.drc=0
drt.antenna.violating_nets=0
wl_mm=11.9
first_iter_violations=527
drtPass1Iterations=6
num_antenna_cells=0
drt-wirelength-per-cell_um=18.8

[grt]
track_usage=0.305
antenna_found_initial=0
grt_pass1_wl_mm=19.4
grt_overflow=0
grt_pass1_vias=3765
grt_max_degree=63

[run]
cap_violations=0
warnings=32

[finish]
lay_top_cells=52 x clkdlybuf4s50_1, 46 x dlxtn_1, 39 x nand2_1
final_area_mm2=0.00449
syn2layout_area_growth_pct=15.1
nFillCells=663
final_util=0.605
drive_above_1_share=0.0804
final_common_cell=clkdlybuf4s50_1

[power]
power_w=0.000936
ir_drop_v=0.000294
p_per_area_mw_per_mm2=209
p_leak_nw=1.82

[placed_design]
portBuffers=52
post-place-ws_ps=2600
placed_cell_area_mm2=0.00425
dpl.hpwl_mm=8.00
gp_congestion=1.06

[floorplan]
design.core.area_mm2=0.00741
fp_util=0.526
dieWidth_um=90.3
die_area_mm2=0.00815
rows=31
io_pins=68
die_height_um=90.3

[setup_path]
critical_path_peak_fanout=4
worst_path_most_repeated_cell=dlygate4sd3_1
ff2ff_setup_slack_ps=2480
crit_chain=dlygate4sd3_1, dlygate4sd3_1, clkdlybuf4s50_1, dlygate4sd3_1
worst_ep_required_time_ps=5800
cp_data_arrival_time_ps=3400
endpoint_kind=clock gate
worstSetupPathType=input port to clock gate
start_kind=input port
cpMaxStageDelayCell=dlygate4sd3_1
slowest_delay_ps=610

[cts]
postCtsResizedCells=0
postCtsSetupBuffers=0
clk_pin_slew_ps=30
insertion_delay_ps=620
cts_tree=built

[outcome]
run_status=finished clean

[hold_path]
hold_path_class=flip-flop to clock gate

==> worst max-delay path: cells and delay by family <==
family / cells / cell delay (ps)
buffers and inverters: 4 / 2280
==> per-stage QoR <==
step / cells / hold WS (ps)
finish: 634 / 107
global route: 634 / 170
CTS: 634 / 113
detailed placement: 615 / -2480
global placement: 615 / -2480
floorplan: 515 / -2490
==> metal layers <==
metal  wire length [µm]  vias up  global-route usage
met5                  0        -                   0
met1               5120     1852               0.481
met3               1440       38              0.0821
li1                   -     1878                   -
met4                364        0              0.0887
met2               4980      296               0.416
==> synthesized netlist by cell type (all sizes together) (3+ instances only) <==
| cell type | number |
|---|---|
| a211oi | 6 |
| a21boi | 3 |
| a21oi | 29 |
| a22oi | 7 |
| a311oi | 4 |
| a31oi | 8 |
| a32oi | 4 |
| and2 | 6 |
| and3 | 6 |
| and3b | 3 |
| and4 | 3 |
| buf | 51 |
| clkbuf | 8 |
| dfxtp | 7 |
| dlxtn | 46 |
| edfxtp | 10 |
| ha | 3 |
| inv | 18 |
| nand2 | 39 |
| nand2b | 12 |
| nand3 | 16 |
| nand3b | 6 |
| nand4 | 11 |
| nand4b | 6 |
| nor2 | 40 |
| nor2b | 11 |
| nor3 | 19 |
| nor3b | 7 |
| nor4 | 7 |
| o211ai | 3 |
| o21ai | 26 |
| o22ai | 12 |
| o31ai | 3 |
| or2 | 6 |
| or2b | 4 |
| or3 | 8 |
| or3b | 8 |
| xnor2 | 4 |
==> layout make-up <==
class	count	area, µm²	share of cell area
multi-input combinational	375	2350	0.523
inverter	18	67.6	0.0151
tap	99	124	0.0276
clock buffer	12	165	0.0368
sequential	63	1130	0.252
timing repair buffer	67	651	0.145
==> where the power goes <==
| part | switching [W] | internal [W] | total (W) |
|---|---|---|---|
| combinational | 0.000367 | 0.000228 | 0.000595 |
| sequential | 0.0000164 | 0.000151 | 0.000168 |
| clock | 0.0000346 | 0.000139 | 0.000173 |
| total | 0.000418 | 0.000518 | 0.000936 |
==> flip-flops by register name (all words and copies together) (netlist names) <==
| name | flops |
|---|---|
| Disparo | 1 |
| Freq_out | 17 |
| Temp_out | 28 |
| title | 2 |
| prox_estado | 7 |
| estado | 7 |
| pause_play | 1 |
==> kinds of logic (layout without fill, tap and decap cells) <==
| kind of cell | count (synthesis) | in the layout | share of synthesized area |
|---|---|---|---|
| xor+xnor | 5 | 5 | 0.0112 |
| fa+ha+maj | 3 | 3 | 0.00963 |
| mux | 1 | 1 | 0.00257 |
| other cells | 2 | 13 | 0.00193 |
| latches | 46 | 46 | 0.177 |
| compound gates | 128 | 128 | 0.227 |
| simple gates | 225 | 225 | 0.338 |
| buf+inv | 77 | 97 | 0.120 |
| flops | 17 | 17 | 0.113 |
==> final timing paths <==
check                       start             end  cells after the start
hold / removal         pause_play      clock gate                      4
setup / recovery              ena      clock gate                      4
setup reg to reg        estado[5]  prox_estado[3]                      8
min in group clk0  prox_estado[3]       estado[3]                      0
hold reg to reg    prox_estado[3]       estado[3]                      0
max in group clk0       estado[5]  prox_estado[3]                      8
==> what timing repair did <==
item                                   4_1_cts  5_1_grt
setup endpoints to repair                    0        0
hold buffers                                 7        0
endpoints found under the hold margin        2        0
Power figures rest on the tool's default switching activity, not on a simulated workload.
