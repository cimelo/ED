## flow/design.v

```verilog
module mod_temp
(
    input [15:0] data,
    output reg [8:1] t_data1,
    output reg [8:1] t_data2,
    output reg [8:1] t_data3
);
    reg [7:1] aux;
    always @(*)
    begin
            t_data1 <= (data[7]) ? "5" : "0";
            if      (data[14:8] >= 7'd10  && data[14:8] < 7'd20)   aux = (data[14:8] - 7'd10 );
			else if	(data[14:8] >= 7'd20  && data[14:8] < 7'd30)   aux = (data[14:8] - 7'd20 );
			else if	(data[14:8] >= 7'd30  && data[15:8] < 7'd40)   aux = (data[14:8] - 7'd30 );
			else if	(data[14:8] >= 7'd40  && data[15:8] < 7'd50)   aux = (data[14:8] - 7'd40 );
			else if	(data[14:8] >= 7'd50  && data[15:8] < 7'd60)   aux = (data[14:8] - 7'd50 );
			else if	(data[14:8] >= 7'd60  && data[15:8] < 7'd70)   aux = (data[14:8] - 7'd60 );
			else if	(data[14:8] >= 7'd70  && data[15:8] < 7'd80)   aux = (data[14:8] - 7'd70 );
			else if	(data[14:8] >= 7'd80  && data[15:8] < 7'd90)   aux = (data[14:8] - 7'd80 );
			else if	(data[14:8] >= 7'd90  && data[15:8] < 7'd100)  aux = (data[14:8] - 7'd90 );
			else if	(data[14:8] >= 7'd100 && data[15:8] < 7'd110)  aux = (data[14:8] - 7'd100);
			else if	(data[14:8] >= 7'd110 && data[15:8] < 7'd120)  aux = (data[14:8] - 7'd110);
			else if	(data[14:8] >= 7'd120)                         aux = (data[14:8] - 7'd120);
			else                                                   aux =  data[11:8];  
            t_data2 = {4'b0011, aux[4:1]};
            if      (data[14:8] >= 7'd10  && data[14:8] <  7'd20)   t_data3 = {4'b0011, 4'h1};
		    else if	(data[14:8] >= 7'd20  && data[14:8] <  7'd30)   t_data3 = {4'b0011, 4'h2};
		    else if	(data[14:8] >= 7'd30  && data[14:8] <  7'd40)   t_data3 = {4'b0011, 4'h3};
		    else if	(data[14:8] >= 7'd40  && data[14:8] <  7'd50)   t_data3 = {4'b0011, 4'h4};
		    else if	(data[14:8] >= 7'd50  && data[14:8] <  7'd60)   t_data3 = {4'b0011, 4'h5};
		    else if	(data[14:8] >= 7'd60  && data[14:8] <  7'd70)   t_data3 = {4'b0011, 4'h6};
		    else if	(data[14:8] >= 7'd70  && data[14:8] <  7'd80)   t_data3 = {4'b0011, 4'h7};
		    else if	(data[14:8] >= 7'd80  && data[14:8] <  7'd90)   t_data3 = {4'b0011, 4'h8};
		    else if	(data[14:8] >= 7'd90  && data[14:8] <  7'd100)  t_data3 = {4'b0011, 4'h9};
		    else if	(data[14:8] >= 7'd110 && data[14:8] < 7'd120)   t_data3 = {4'b0011, 4'h1};
		    else if	(data[14:8] >= 7'd120)                          t_data3 = {4'b0011, 4'h2};
		    else                                                    t_data3 = {4'b0011, 4'b0};  
    end
endmodule
```

## flow/run.sh

```bash
#!/bin/bash
# OpenROAD 26Q1-2900-gdf79404cd8, Yosys 0.63+post, stock flow scripts
make -C /OpenROAD-flow-scripts/flow DESIGN_CONFIG=/design/flow/config.mk WORK_HOME=/design/flow/orfs finish
```

## flow/config.mk

```make
export PLATFORM = sky130hd
export DESIGN_NAME = mod_temp
export DESIGN_NICKNAME = mod_temp
export VERILOG_FILES = /design/flow/design.v
export SDC_FILE = /design/flow/constraint.sdc
export NUM_CORES = 4
export LEC_CHECK = 1
export CORE_AREA = 10 10 70 70
export DIE_AREA = 0 0 80 80
```

## flow/constraint.sdc

```tcl
current_design mod_temp

set clk_period 4.9
set clk_io_pct 0.2

create_clock -name clk0 -period $clk_period

set non_clock_inputs [all_inputs -no_clocks]
set_input_delay [expr $clk_period * $clk_io_pct] -clock clk0 $non_clock_inputs
set_output_delay [expr $clk_period * $clk_io_pct] -clock clk0 [all_outputs]
```

==> summary.txt <==
impl run done, here's what came out: run status completed, critical path class primary input to output port, pre-CTS WS 203 ps, max_slew headroom 61.6%, Critical Path End Type output port, hold_ws 1960 ps, vias per cell 5.57, final setup violation count 0, Power Dens Cells 84.5 nW/µm², crit share post-route 95.8%, synthesis area per yosys 1210 µm², P&R area growth vs syn 16.8%, Pleak 0.557 nW, initial antenna violation count 0, final hold viol count 0, Critical Path RT 3920 ps, Starting Density 35.5%, Sw Pwr 0.0000599 W, RSZ-0062 raised after global routing false, fmax 0.213 GHz, startpoint types primary input, YS warnings 1, Top-area cell share 10.5%, chip height 80 µm, max_cap viols 0, Routed wire per std cell 15.3 µm, post-synth top area cell buf_4, Pre-Repair DR Iteration Count 4, Setup WS post-layout 205 ps, worst-path fanout max 10, Placer Congestion 0.910, number of routed nets with antenna violations 0, I/O pin cnt 40, FFs & Latches 0, cells in synth_stat.txt 172, Tool Warnings 46, Synth Area per Inst 7.05 µm², peak supply drop 0.0239 mV, total grt overflow 0, Worst Path Arrival 3710 ps, DRT iter0 DRCs 126, register area 0 µm², Die Width 80 µm, CTS Hold Bufs 0, layout cells sized above 1 15.4%, global-route wire length before repair 5950 µm, HPWL after DPL 2850 µm, register share after synthesis 0%, Via Count 1304, Hold Crit Depth 0, Die Size 6400 µm², Final Max Tran Viols 0, row cnt 21, post-layout min period 4690 ps, Routed Wire Length 3570 µm, largest net degree at the start of global routing 22, Setup TNS 0 ps, Antenna diodes 0, cell area after synthesis 1210 µm², Mapped Cells 172, Min-Delay Path Class primary input to output port, Internal 0.0000597 W, Residual DRC 0, combinational share of power 100.0%, number of global-route vias before repair 1222, Seq pwr share 0%, switch share 50.1%, Clk pwr share 0%, biggest area cells buf_4 (11%), ha_1 (9.3%), a211oi_1 (3.7%), All-Layer GR Usage 10.9%, Core Area 3420 µm², Synth cell types 57, clkbuf count 0, Worst Tran Pin Value 573 ps, port buffer count 16
[final cells by class]
type | instances | area (µm²)
Timing Repair Buffer | 31 | 285
Inverter | 8 | 30.0
Fill cell | 355 | 2000
Tap cell | 46 | 57.6
Multi-Input combinational cell | 149 | 1040
[path summary, 6_finish.rpt]
check         end  slack, ps     from
min    t_data1[1]       1960  data[7]
max    t_data2[4]        210  data[9]
[synthesized netlist by cell type (all sizes together) (5+ instances only)]
cell type / n
buf: 24
nand2b: 6
ha: 9
o211ai: 6
nor3: 5
nor2: 13
o21ai: 8
a31oi: 5
inv: 8
nand2: 11
a211oi: 6
[cells in the final DEF (no fill, tap or decap), types with 4 or more instances in the layout]
| cell type | synthesis | final |
|---|---|---|
| inv_1 | 8 | 8 |
| ha_1 | 9 | 9 |
| nand3_1 | 4 | 4 |
| nand2_1 | 11 | 11 |
| o21a_1 | 4 | 4 |
| o21ai_0 | 6 | 6 |
| conb_1 | 2 | 14 |
| nand2b_1 | 6 | 6 |
| o211ai_1 | 5 | 5 |
| clkdlybuf4s50_1 | 0 | 16 |
| a31oi_1 | 5 | 5 |
| a211oi_1 | 6 | 6 |
| buf_4 | 17 | 14 |
| nor2_1 | 12 | 12 |
| nor3_1 | 5 | 5 |
[cell families after synthesis]
logic type	synth area share (%)
AND/OR/NAND/NOR	29.4
buffers and inverters	17.7
XOR/XNOR	2.17
other	0.619
multiplexers	1.65
AND-OR/OR-AND	39.1
adder cells (fa/ha/maj)	9.29
[power by group through the flow]
stage | Combinational [W] | Clock (W) | Sequential (W)
CTS | 0.000120 | 0 | 0
finish | 0.000120 | 0 | 0
global route | 0.000132 | 0 | 0
[worst max-delay path: stages]
cell and delay (ps):
clkdlybuf4s50_1 610, ha_1 360, or4_1 470, nor2_1 120, or4_1 140, nand2b_1 140, nor2_1 70, o41ai_2 300
clkdlybuf4s50_1 510
[per-stage QoR]
step           cells  total power, W  util, %  area [µm²]
6_report         234        0.000120     41.5        1420
5_1_grt          234        0.000132     41.5        1420
3_3_place_gp     234        0.000120     41.4        1420
2_1_floorplan    184       0.0000786        -        1260
4_1_cts          234        0.000120     41.4        1420
3_5_place_dp     234        0.000119     41.4        1420
[what timing repair did]
item | 4_1_cts | 5_1_grt
buffers inserted | 0 | 0
setup endpoints to repair | 0 | 1
gates resized | 0 | 1
[routing by layer]
metal	track usage (%)	wire length (µm)
met5	0	0
met4	1.41	42
met3	0.909	187
met2	18.2	1660
met1	15.0	1690
Power is estimated from default activity; no workload was simulated.
