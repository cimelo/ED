$ cat /design/flow/constraint.sdc
current_design mod_pass

set clk_period 1.4
set clk_io_pct 0.2

create_clock -name clk0 -period $clk_period [get_ports {clk}]
create_clock -name clk1 -period $clk_period [get_ports {clk_db}]

set non_clock_inputs [all_inputs -no_clocks]
set_input_delay [expr $clk_period * $clk_io_pct] -clock clk0 $non_clock_inputs
set_output_delay [expr $clk_period * $clk_io_pct] -clock clk0 [all_outputs]
$ cat /design/flow/design.v
module cnt_mod4 (
    input clk, rst, ena, inc,
    output reg [2:1] cnt,
    output reg tc
);
    reg [3:1] count;
    reg aux;
    initial begin
        count = 3'd0;
        aux = 1'b0;
    end
    always @(posedge(clk)) begin
        if (rst) begin
            count <= 3'd0;
            aux <= 1'd0;
        end
        else if (ena) begin
            if (count == 3'd4) begin
                count <= 3'd0;
                aux <= 1'b1;
            end
            else if (inc) begin
                count <= count + 3'd1;
                aux <= 1'd0;
            end
            else begin
                count <= count;
                aux <= aux;
            end
        end
		tc <= aux;
        cnt <= count[2:1];
    end
endmodule
module mod_pass
(
    input clk, clk_db,
    input [4:1] key,
    input [2:1] sel,  
    input [2:1] f_pass,  
    output [2:1] cnt_dig,
    output [4:1] dig_show,
    output reg [2:1] flag_pass,  
    output reg buzz_ena,
    output reg keys_ena
);
    wire tc4;
    wire mode;
	wire we;
	wire [4:1] dig;
    wire [4:1] dig_s;
    wire [4:1] dig_p;
	wire c4_rst;
	wire ud_rst;
	wire load;
    wire rst_show;
    reg eqn;
    reg prev_tc;
    assign load = !key[3];
	assign c4_rst = tc4 || key[4];
	assign ud_rst = tc4 || key[4];
    assign mode = f_pass[1] || f_pass[2];
	assign we = f_pass == 2'b01;
    assign rst_show = tc4 || key[4];
    cnt_mod4 i_c4 (
        .clk(clk_db),
        .inc(key[3]),
        .ena(mode),
        .rst(c4_rst),
        .cnt(cnt_dig),
        .tc(tc4)
    );
    updown_mod10 i_c10 (
        .clk(clk_db),
        .inc(key[1]),
        .dec(key[2]),
        .ena(mode),
        .rst(ud_rst),
        .q(dig)
    );
    ram ram_show
    (
		.clk(clk),
        .addr(cnt_dig),
        .sel(sel),
        .load(load),
        .d(dig),
        .we(1'b1),
        .rst(rst_show),
        .q_ss(dig_show),
        .q_cmp(dig_s)
    );
    ram ram_pass
    (
		.clk(clk),
        .addr(cnt_dig),
        .load(load),
        .d(dig),
        .we(we),
        .rst(1'b0),
        .q_cmp(dig_p)
    );
    reg [2:1] cnt_tries;
    initial 
    begin
        cnt_tries = 2'd0;
        eqn = 1'b0;
		keys_ena = 1'b1;
		buzz_ena = 1'b0;
    end
    always @(posedge(tc4))
    begin
        prev_tc <= 1'b1;
    end
    always @(posedge(clk))
    begin
        case (f_pass)
            2'd1:
                flag_pass <= 2'd1;
            2'd2:
			begin
                if (cnt_tries < 2'd3) begin
                    flag_pass <= 2'b10;
                    if (key[3]) begin
                        case (cnt_dig)
                            2'd0 : eqn <= eqn || (dig_s[1] != dig_p[1]);
                            2'd1 : eqn <= eqn || (dig_s[2] != dig_p[2]);
                            2'd2 : eqn <= eqn || (dig_s[3] != dig_p[3]);
                            2'd3 : eqn <= eqn || (dig_s[4] != dig_p[4]);
                        endcase
                    end
                    if (tc4 && eqn) begin
                        cnt_tries <= cnt_tries + 2'd1;
                        flag_pass <= 2'b10;
                        eqn <= 1'b0;
                    end
                    else if (tc4 && !eqn) begin
                        cnt_tries <= 2'd0;
                        eqn <= 1'b0;
                        flag_pass <= 2'b0;
                    end
                end
                else begin  
                    keys_ena <= 1'b0;  
                    buzz_ena <= 1'b1;
                    flag_pass <= 2'd2;
                end
		    end
            default : flag_pass <= flag_pass;
        endcase
    end
endmodule
module ram
(
	input we, rst, clk, load,
    input [2:1] addr,
    input [2:1] sel,
    input [4:1] d,
    output reg [4:1] q_ss,
    output reg [4:1] q_cmp
);
    reg [4:1] ram [4:1];
    always @(posedge(clk))
    begin
        if (rst) begin
            ram[1] <= 4'd0;
            ram[2] <= 4'd0;
            ram[3] <= 4'd0;
            ram[4] <= 4'd0;
        end
        if (we && load) begin
            case (addr)
                2'd0 : ram[1] <= d;
                2'd1 : ram[2] <= d;
                2'd2 : ram[3] <= d;
                2'd3 : ram[4] <= d;
            endcase
        end
    end
    always @(*)
    begin
        case (sel)
            2'd0 : q_ss <= ram[1];
            2'd1 : q_ss <= ram[2];
            2'd2 : q_ss <= ram[3];
            2'd3 : q_ss <= ram[4];
        endcase
        case (addr)
            2'd0 : q_cmp <= ram[1];
            2'd1 : q_cmp <= ram[2];
            2'd2 : q_cmp <= ram[3];
            2'd3 : q_cmp <= ram[4];
        endcase
    end
endmodule
module updown_mod10 
(
    input clk, inc, dec, ena, rst,
    output reg [4:1] q,
    output reg tc
);
    initial
    begin
        q = 4'd0;
    end
    always @(posedge(clk), posedge(rst))
    begin
        if (rst) begin
            q <= 4'd0;
        end
        else if (ena) begin
            if (inc && q == 4'd9) begin
                tc <= 1'b1;
                q <= 0;
            end
            else if (dec && q == 4'd0) begin
                tc <= 1'b1;
                q <= 4'd9;
            end
            else if (inc && q < 4'd10) begin
                tc <= 1'b0;
                q <= q + 4'd1;
            end
            else if (dec && q > 4'd0) begin
                tc <= 1'b0;
                q <= q - 4'd1;
            end
        end
    end
endmodule
$ cat /design/flow/run.sh
#!/bin/bash
# OpenROAD 26Q1-2900-gdf79404cd8, Yosys 0.63+post, stock flow scripts
make -C /OpenROAD-flow-scripts/flow DESIGN_CONFIG=/design/flow/config.mk WORK_HOME=/design/flow/orfs finish
$ cat /design/flow/config.mk
export PLATFORM = sky130hd
export DESIGN_NAME = mod_pass
export DESIGN_NICKNAME = mod_pass
export VERILOG_FILES = /design/flow/design.v
export SDC_FILE = /design/flow/constraint.sdc
export NUM_CORES = 4
export LEC_CHECK = 1
export CORE_UTILIZATION = 40
==> results.sh <==
# yosys + openroad results
export IMPL_layout_drive_gt1_share_pct=38.91
export IMPL_ant_nets=0
export IMPL_drc=0
export IMPL_diodes=0
export IMPL_synth_cell_area_um2=1843
export IMPL_ys_cells=183
export IMPL_drv_slew=0
export IMPL_synth_edff_count=11
export IMPL_hp_class="reg -> reg"
export IMPL_min_from="i_c4.aux$_SDFFE_PP0P_"
export IMPL_routabilityCongestion=0.8620
export IMPL_grt_util_met2_pct=25.21
export IMPL_status="finished, violations left"
export IMPL_die_area_um2=4883
export IMPL_finalHoldViolations=0
export IMPL_max_vdd_ir_drop_mv=1.171
export IMPL_rsz0062_at_grt="yes"
export IMPL_cts_clk_slew_worst_paths_ns=0.05
export IMPL_final_core_util_pct=57.68
export IMPL_dp_hpwl_mm=2.779
export IMPL_antenna_found_initial=0
export IMPL_avgSynthCellArea_um2=10.07
export IMPL_grt_use_total_pct=15.63
export IMPL_placedCellCount=281
export IMPL_wl_per_cell_um=12.29
export IMPL_r2r_start="i_c10.q[2]$_DFFE_PP0P_"
export IMPL_vias=1430
export IMPL_start_kind="flop"
export IMPL_reg2reg_depth=7
export IMPL_grt_max_degree=22
export IMPL_avgViaCountPerCell=4.914
export IMPL_fin_ws_ns=-0.1657
export IMPL_endpoint_kind="flop"
export IMPL_synth_seq_cells=38
export IMPL_wirelength_mm=3.576
export IMPL_grt_pass1_wl_mm=6.037
export IMPL_crit_fanout=4
export IMPL_drv_cap=0
export IMPL_worstHoldPathCells=0
export IMPL_rows=24
export IMPL_p_leak_uw=0.001031
export IMPL_first_iter_violations=62
export IMPL_fp_util_pct=42.04
export IMPL_path_class="reg -> reg"
export IMPL_arrival_ns=1.72
export IMPL_yosys_cell_types_count=41
export IMPL_regArea_um2=908.4
export IMPL_placed_area_um2=2380
export IMPL_gr_max_usage_layer="met2"
export IMPL_warnings=32
export IMPL_required_ns=1.56
export IMPL_regToRegEndpoint="i_c10.q[4]$_DFFE_PP0P_"
export IMPL_ios=20
export IMPL_fin_area_um2=2529
export IMPL_synth_cells=183
export IMPL_yosys_area_um2=1843
export IMPL_die_w_um=69.88
export IMPL_grt_pass1_vias=1380
export IMPL_powerDensity_nw_per_um2=1445
export IMPL_grt_overflow=0
export IMPL_port_buffer_count=18
export IMPL_grt_use_met1_pct=24.28
export IMPL_cts_sinks=38
export IMPL_async_reset_ff_share_pct=10.53
export IMPL_setup_viol=8
export IMPL_final_setup_skew_ns=0.004073
export IMPL_ff_type="dfxtp_1"
export IMPL_die_h_um=69.88
export IMPL_cts_tree="done"
export IMPL_core_area_um2=4384
export IMPL_holdPathEnd="i_c4.tc$_DFF_P_"
export IMPL_instances_no_fill=291
export IMPL_r2r_slack_ns=-0.17
export IMPL_violations="setup timing"
export IMPL_synth_seq_share_pct=48.34
export IMPL_dr_pass1_iters=4
export IMPL_logic_area_um2=980.9
export IMPL_synthToLayoutAreaGrowth_pct=37.20
export IMPL_yosysWarnings=5
export IMPL_n_fill_cell=366
export IMPL_met3_usage_pct=1.168
-- cell usage in the layout, fill, tap and decap left out, types with 4 or more instances in the layout --
master / n
and2_1: 4
dfxtp_2: 9
o21ai_0: 18
mux4_2: 5
xor2_1: 4
nand3_1: 4
inv_2: 4
buf_2: 4
clkbuf_8: 6
ha_1: 4
nor3_1: 4
nor2_1: 10
dlygate4sd2_1: 4
dfxtp_1: 13
edfxtp_1: 11
inv_1: 9
buf_4: 31
nand2_1: 28
clkdlybuf4s50_1: 9
a21oi_1: 4
-- report_power, final --
part	leakage, uW	switching [uW]	internal (uW)
clock	0.0000515	348	398
sequential	0.000337	80.5	1290
combinational	0.000643	728	804
total	0.00103	1160	2500
-- cell families after synthesis --
| kind of cell | synth area share [%] |
|---|---|
| adder cells (fa/ha/maj) | 6.518 |
| XOR/XNOR | 2.851 |
| multiplexers | 7.264 |
| flip-flops | 48.34 |
| buffers and inverters | 3.870 |
| AND-OR/OR-AND | 11.95 |
| other | 0.4075 |
| AND/OR/NAND/NOR | 18.80 |
-- worst max-delay path by stage --
stage,startpoint,endpoint,slack (ns),cells past startpoint
6_report,i_c10.q[2]$_DFFE_PP0P_,i_c10.q[4]$_DFFE_PP0P_,-0.17,7
4_1_cts,i_c10.q[2]$_DFFE_PP0P_,i_c10.q[4]$_DFFE_PP0P_,-0.16,7
5_1_grt,i_c10.q[2]$_DFFE_PP0P_,i_c10.q[4]$_DFFE_PP0P_,-0.27,7
-- synthesized netlist by cell type, drive strengths merged (4+ instances only) --
library cell   n  area [um2]
and2           4       25.02
nor2          12       50.05
inv           13       48.80
nor3           6       35.03
nand2         29       108.9
nand3          5       25.02
ha             8       100.1
dfrtp          4       100.1
nor3b          4       40.03
o21ai         20       100.1
mux4           5       112.6
buf            4       22.52
a21oi          6       33.78
dfxtp         23       460.4
xor2           4       35.03
edfxtp        11       330.3
-- metrics by stage --
step | TNS [ns] | worst slack (ns) | hold WS [ns] | total power (uW)
floorplan | -0.3626 | -0.1864 | 0.3311 | 2361
global placement | -9.700 | -0.6841 | 0.3423 | 2814
detailed placement | -10.42 | -0.7161 | 0.3402 | 2848
CTS | -0.6465 | -0.1644 | 0.3518 | 3709
global route | -1.007 | -0.2669 | 0.3535 | 3905
finish | -0.5133 | -0.1657 | 0.3509 | 3653
-- layout make-up --
| class | count | area share, % |
|---|---|---|
| Clock buffer | 6 | 3.266 |
| Sequential cell | 38 | 35.92 |
| Multi-Input combinational cell | 128 | 38.79 |
| Timing Repair Buffer | 52 | 17.07 |
| Tap cell | 52 | 2.573 |
| Clock inverter | 2 | 0.4453 |
| Inverter | 13 | 1.930 |
-- repair_timing --
action	4_1_cts	5_1_grt
gates resized	39	8
pin swaps	7	2
hold buffers	0	0
endpoints found under the hold margin	0	0
setup buffers	3	0
endpoints found under the setup margin	16	12
-- state kept, by name, summed over array words and instances (netlist names) --
signal,flops
i_c4.count,3
keys_ena,1
flag_pass,2
ram_show.ram,16
ram_pass.ram,4
eqn,1
i_c4.aux,1
buzz_ena,1
i_c10.q,4
i_c4.tc,1
i_c4.cnt,2
cnt_tries,2
-- layer usage --
| layer | up-vias | wire length [um] |
|---|---|---|
| met2 | 17 | 1662 |
| li1 | 747 | - |
| met4 | 0 | 58 |
| met1 | 662 | 1780 |
| met3 | 4 | 75 |
| met5 | - | 0 |
-- critical path, stage by stage, from the launching register on --
cell and delay, ns:
dfrtp_2 0.40, o21ai_2 0.15, nand2_2 0.12, ha_4 0.26
a21oi_4 0.16, and4_4 0.24, o21ai_2 0.05, a31oi_1 0.12
No activity file was given, so power comes from the tool's default toggle rates.
